`design/flow/design.v`:
```
module AND(Y,A1,A2);
input  A1,A2;
output  Y;
reg Y;
always @(A1 or A2)
case ({A1,A2})
2'b00 : Y <=1'b0;
2'b01 : Y <=1'b0;
2'b10 : Y <=1'b0;
2'b11 : Y <=1'b1;
endcase
endmodule
module NOT(Y,A);
input A;
output Y;
reg Y;
always @(A)
case(A)
1'b0 : Y <=1'b1;
1'b1 : Y <=1'b0;
endcase
endmodule
module Regulator(clk,WE1,WE2,WY,
SA,SB,SC,SD,SE,SF,SG,grzalka,clr,an,CLKwy);
input [7:0] WE1;
input [7:0] WE2;
input clk,clr;
output grzalka;
output [2:0] WY;   
output SA,SB,SC,SD,SE,SF,SG;
output CLKwy;
output an;
assign an=1'b1;
wire [7:0] WY1;
wire [7:0] WY2;
wire [7:0] wy_tr;
wire [2:0] WY;
wire [3:0] wy_mu;
wire [7:0] wy_tr1;
wire m,w,r;
wire y1,y2;
rej8 blok1(clk,clr,WE1,WY1,1'b1);
rej8 blok2(clk,clr,wy_tr1,WY2,1'b1);
komparator blok3(WY1,WY2,m,r,w);
XOR blok9(y1,r,m);
NOT blok10(y2,w);
AND blok11(y3,y1,y2);
dioda blok12(clk,1'b0,y3,,grzalka);
preskaler blok4(clk,clr,1'b1,,seg);
rej0 blok5(clk,clr,WY,seg);
transkoder blok6(wy_tr,WY2);
multiplexser blok7(WY,wy_tr,wy_mu);
wyswietlacz blok8(wy_mu,SA,SB,SC,SD,SE,SF,SG);
preskaler_ADC blok13(clk,clr,1'b1,,CLKwy);
transkoderADC blok14(wy_tr1,WE2);
endmodule
module XOR(Y,A1,A2);
input A1,A2;
output Y;
reg Y;
always @(A1 or A2)
case ({A1,A2})
2'b00 : Y <=1'b0;
2'b01 : Y <=1'b1;
2'b10 : Y <=1'b1;
2'b11 : Y <=1'b0;
endcase
endmodule
module dioda(CLK,CLR,CE,Q,CEO);
input CLK, CLR, CE;
output [26:0] Q;
reg [26:0] Q;
output CEO;
always @(posedge CLK or posedge CLR)
  if(CLR)
    Q <= 26'd0;
  else begin
    if(CE) begin
      if(Q != 26'd49999999)
        Q <= Q + 1'b1;
      else
        Q <= 26'd0;
    end
  end
assign CEO = CE & (Q > 26'd24999999);
endmodule
module komparator( A,B,M,R,W);
input [7:0] A, B;
output M,R,W;
reg M,R,W;
always @(A or B)
if(A<B) 
begin
R <=1'b0;
W <=1'b0;
M <=1'b1;
end
else if (A==B) begin
R <=1'b1;
W <=1'b0;
M <=1'b0;
end
else begin
R <=1'b0;
W <=1'b1;
M <=1'b0;
end
endmodule
module multiplexser(sel,we,wy);
input  [2:0] sel;
input [11:0] we;
output reg [3:0] wy;
always @(sel or we)
	if(sel==3'b110)
	wy <= we[3:0];
	else if(sel==3'b101)
	wy <= we[7:4];
	else if(sel==3'b011)
	wy <= we[11:8];
	 else wy <= we[11:8];
endmodule
module preskaler(CLK,CLR,CE,Q,CEO);
input CLK, CLR, CE;
output [18:0] Q;
reg [18:0] Q;
output CEO;
always @(posedge CLK or posedge CLR)
	if(CLR)
	Q <= 18'd0;
	else begin
	if(CE) begin
	if(Q != 18'd250000)
	Q <= Q + 1'b1;
	else
	Q <= 18'd0;
	end
	end
assign CEO = (CE & (Q == 18'd250000));
endmodule
module preskaler_ADC(CLK,CLR,CE,Q,CEO);
input CLK, CLR, CE;
output [7:0] Q;
reg [7:0] Q;
output CEO;
always @(posedge CLK or posedge CLR)
	if(CLR)
	Q <= 7'd0;
	else begin
	if(CE) begin
	if(Q != 7'd78)
	Q <= Q + 1'b1;
	else
	Q <= 18'd0;
	end
	end
assign CEO = CE & (Q == 7'd78);
endmodule
module rej0(CLK,CLR,Q1,CE);
input CLK,CLR,CE;
output  [2:0] Q1;
reg [2:0] Q1;
always @(posedge CLK or posedge CLR)
if(CLR)
Q1 <= 3'b111;
else
if(CE)
begin
Q1 <= {Q1[1:0],~&Q1[1:0]};
end
endmodule
module rej8(CLK,CLR,D,Q,CE);
input CLK,CLR,CE;
input [7:0] D;
output [7:0] Q;
reg [7:0] Q;
always @(posedge CLK or posedge CLR)
if(CLR)
Q <= 8'd0;
else 
if(CE) begin
Q[0] <= D[0];
Q[1] <= D[1];
Q[2] <= D[2];
Q[3] <= D[3];
Q[4] <= D[4];
Q[5] <= D[5];
Q[6] <= D[6];
Q[7] <= D[7];
end
endmodule
module transkoder(Y,A);
input [7:0] A;
output [11:0] Y;
reg [11:0] Y;
always @(A)
case (A)
8'b00000000 : Y <=12'b0000_0000_0000;
8'b00000001 : Y <=12'b0000_0000_0001;
8'b00000010 : Y <=12'b0000_0000_0010;
8'b00000011 : Y <=12'b0000_0000_0011;
8'b00000100 : Y <=12'b0000_0000_0100;
8'b00000101 : Y <=12'b0000_0000_0101;
8'b00000110 : Y <=12'b0000_0000_0110;
8'b00000111 : Y <=12'b0000_0000_0111;
8'b00001000 : Y <=12'b0000_0000_1000;
8'b00001001 : Y <=12'b0000_0000_1001;
8'b00010000 : Y <=12'b0000_0001_0000;
8'b00010001 : Y <=12'b0000_0001_0001;
8'b00010010 : Y <=12'b0000_0001_0010;
8'b00010011 : Y <=12'b0000_0001_0011;
8'b00010100 : Y <=12'b0000_0001_0100;
8'b00010101 : Y <=12'b0000_0001_0101;
8'b00010110 : Y <=12'b0000_0001_0110;
8'b00010111 : Y <=12'b0000_0001_0111;
8'b00011000 : Y <=12'b0000_0001_1000;
8'b00011001 : Y <=12'b0000_0001_1001;
8'b00100000 : Y <=12'b0000_0010_0000;
8'b00100001 : Y <=12'b0000_0010_0001;
8'b00100010 : Y <=12'b0000_0010_0010;
8'b00100011 : Y <=12'b0000_0010_0011;
8'b00100100 : Y <=12'b0000_0010_0100;
8'b00100101 : Y <=12'b0000_0010_0101;
8'b00100110 : Y <=12'b0000_0010_0110;
8'b00100111 : Y <=12'b0000_0010_0111;
8'b00101000 : Y <=12'b0000_0010_1000;
8'b00101001 : Y <=12'b0000_0010_1001;
8'b00110000 : Y <=12'b0000_0011_0000;
8'b00110001 : Y <=12'b0000_0011_0001;
8'b00110010 : Y <=12'b0000_0011_0010;
8'b00110011 : Y <=12'b0000_0011_0011;
8'b00110100 : Y <=12'b0000_0011_0100;
8'b00110101 : Y <=12'b0000_0011_0101;
8'b00110110 : Y <=12'b0000_0011_0110;
8'b00110111 : Y <=12'b0000_0011_0111;
8'b00111000 : Y <=12'b0000_0011_1000;
8'b00111001 : Y <=12'b0000_0011_1001;
8'b01000000 : Y <=12'b0000_0100_0000;
8'b01000001 : Y <=12'b0000_0100_0001;
8'b01000010 : Y <=12'b0000_0100_0010;
8'b01000011 : Y <=12'b0000_0100_0011;
8'b01000100 : Y <=12'b0000_0100_0100;
8'b01000101 : Y <=12'b0000_0100_0101;
8'b01000110 : Y <=12'b0000_0100_0110;
8'b01000111 : Y <=12'b0000_0100_0111;
8'b01001000 : Y <=12'b0000_0100_1000;
8'b01001001 : Y <=12'b0000_0100_1001;
8'b01010000 : Y <=12'b0000_0101_0000;
8'b01010001 : Y <=12'b0000_0101_0001;
8'b01010010 : Y <=12'b0000_0101_0010;
8'b01010011 : Y <=12'b0000_0101_0011;
8'b01010100 : Y <=12'b0000_0101_0100;
8'b01010101 : Y <=12'b0000_0101_0101;
8'b01010110 : Y <=12'b0000_0101_0110;
8'b01010111 : Y <=12'b0000_0101_0111;
8'b01011000 : Y <=12'b0000_0101_1000;
8'b01011001 : Y <=12'b0000_0101_1001;
8'b01100000 : Y <=12'b0000_0110_0000;
8'b01100001 : Y <=12'b0000_0110_0001;
8'b01100010 : Y <=12'b0000_0110_0010;
8'b01100011 : Y <=12'b0000_0110_0011;
8'b01100100 : Y <=12'b0000_0110_0100;
8'b01100101 : Y <=12'b0000_0110_0101;
8'b01100110 : Y <=12'b0000_0110_0110;
8'b01100111 : Y <=12'b0000_0110_0111;
8'b01101000 : Y <=12'b0000_0110_1000;
8'b01101001 : Y <=12'b0000_0110_1001;
8'b01110000 : Y <=12'b0000_0111_0000;
8'b01110001 : Y <=12'b0000_0111_0001;
8'b01110010 : Y <=12'b0000_0111_0010;
8'b01110011 : Y <=12'b0000_0111_0011;
8'b01110100 : Y <=12'b0000_0111_0100;
8'b01110101 : Y <=12'b0000_0111_0101;
8'b01110110 : Y <=12'b0000_0111_0110;
8'b01110111 : Y <=12'b0000_0111_0111;
8'b01111000 : Y <=12'b0000_0111_1000;
8'b01111001 : Y <=12'b0000_0111_1001;
8'b10000000 : Y <=12'b0000_1000_0000;
8'b10000001 : Y <=12'b0000_1000_0001;
8'b10000010 : Y <=12'b0000_1000_0010;
8'b10000011 : Y <=12'b0000_1000_0011;
8'b10000100 : Y <=12'b0000_1000_0100;
8'b10000101 : Y <=12'b0000_1000_0101;
8'b10000110 : Y <=12'b0000_1000_0110;
8'b10000111 : Y <=12'b0000_1000_0111;
8'b10001000 : Y <=12'b0000_1000_1000;
8'b10001001 : Y <=12'b0000_1000_1001;
8'b10010000 : Y <=12'b0000_1001_0000;
8'b10010001 : Y <=12'b0000_1001_0001;
8'b10010010 : Y <=12'b0000_1001_0010;
8'b10010011 : Y <=12'b0000_1001_0011;
8'b10010100 : Y <=12'b0000_1001_0100;
8'b10010101 : Y <=12'b0000_1001_0101;
8'b10010110 : Y <=12'b0000_1001_0110;
8'b10010111 : Y <=12'b0000_1001_0111;
8'b10011000 : Y <=12'b0000_1001_1000;
8'b10011001 : Y <=12'b0000_1001_1001;
default : Y <=12'b0000_0011_0101;
endcase
endmodule
module transkoderADC(Y,A);
input [7:0] A;
output [7:0] Y;
reg [7:0] Y;
always @(A)
case (A)
8'b00111000 : Y <=8'b00000000;  
8'b00111001 : Y <=8'b00000001;  
8'b00111010 : Y <=8'b00000010;  
8'b00111011 : Y <=8'b00000011;  
8'b00111100 : Y <=8'b00000100;  
8'b00111101 : Y <=8'b00000101;  
8'b00111110 : Y <=8'b00000110;  
8'b00111111 : Y <=8'b00000111;  
8'b01000000 : Y <=8'b00001000;  
8'b01000001 : Y <=8'b00001001;  
8'b01000010 : Y <=8'b00010000;  
8'b01000011 : Y <=8'b00010001;  
8'b01000100 : Y <=8'b00010010;  
8'b01000101 : Y <=8'b00010011;  
8'b01000110 : Y <=8'b00010100;  
8'b01000111 : Y <=8'b00010101;  
8'b01001000 : Y <=8'b00010110;  
8'b01001001 : Y <=8'b00010111;  
8'b01001010 : Y <=8'b00011000;  
8'b01001011 : Y <=8'b00011001;  
8'b01001100 : Y <=8'b00100000;  
8'b01001101 : Y <=8'b00100001;  
8'b01001110 : Y <=8'b00100010;  
8'b01001111 : Y <=8'b00100011;  
8'b01010000 : Y <=8'b00100100;  
8'b01010001 : Y <=8'b00100101;  
8'b01010010 : Y <=8'b00100110;  
8'b01010011 : Y <=8'b00100111;  
8'b01010100 : Y <=8'b00101000;  
8'b01010101 : Y <=8'b00101001;  
8'b01010110 : Y <=8'b00110000;  
8'b01010111 : Y <=8'b00110001;  
8'b01011000 : Y <=8'b00110010;  
8'b01011001 : Y <=8'b00110011;  
8'b01011010 : Y <=8'b00110100;  
8'b01011011 : Y <=8'b00110101;  
8'b01011100 : Y <=8'b00110110;  
8'b01011101 : Y <=8'b00110111;  
8'b01011110 : Y <=8'b00111000;  
8'b01011111 : Y <=8'b00111001;  
8'b01100000 : Y <=8'b01000000;  
8'b01100001 : Y <=8'b01000001;  
8'b01100010 : Y <=8'b01000010;  
8'b01100011 : Y <=8'b01000011;  
8'b01100100 : Y <=8'b01000100;  
8'b01100101 : Y <=8'b01000101;  
8'b01100110 : Y <=8'b01000110;  
8'b01100111 : Y <=8'b01000111;  
8'b01101000 : Y <=8'b01001000;  
8'b01101001 : Y <=8'b01001001;  
8'b01101010 : Y <=8'b01010000;  
8'b01101011 : Y <=8'b01010001;  
8'b01101100 : Y <=8'b01010010;  
8'b01101101 : Y <=8'b01010011;  
8'b01101110 : Y <=8'b01010100;  
8'b01101111 : Y <=8'b01010101;  
8'b01110000 : Y <=8'b01010110;  
8'b01110001 : Y <=8'b01010111;  
8'b01110010 : Y <=8'b01011000;  
8'b01110011 : Y <=8'b01011001;  
8'b01110100 : Y <=8'b01100000;  
8'b01110101 : Y <=8'b01100001;  
8'b01110110 : Y <=8'b01100010;  
8'b01110111 : Y <=8'b01100011;  
8'b01111000 : Y <=8'b01100100;  
8'b01111001 : Y <=8'b01100101;  
8'b01111010 : Y <=8'b01100110;  
8'b01111011 : Y <=8'b01100111;  
8'b01111100 : Y <=8'b01101000;  
8'b01111101 : Y <=8'b01101001;  
8'b01111110 : Y <=8'b01110000;  
8'b01111111 : Y <=8'b01110001;  
8'b10000000 : Y <=8'b01110010;  
8'b10000001 : Y <=8'b01110011;  
8'b10000010 : Y <=8'b01110100;  
8'b10000011 : Y <=8'b01110101;  
8'b10000100 : Y <=8'b01110110;  
8'b10000101 : Y <=8'b01110111;  
8'b10000110 : Y <=8'b01111000;  
8'b10000111 : Y <=8'b01111001;  
8'b10001000 : Y <=8'b10000000;  
8'b10001001 : Y <=8'b10000001;  
8'b10001010 : Y <=8'b10000010;  
8'b10001011 : Y <=8'b10000011;  
8'b10001100 : Y <=8'b10000100;  
8'b10001101 : Y <=8'b10000101;  
8'b10001110 : Y <=8'b10000110;  
8'b10001111 : Y <=8'b10000111;  
8'b10010000 : Y <=8'b10001000;  
8'b10010001 : Y <=8'b10001001;  
8'b10010010 : Y <=8'b10010000;  
8'b10010011 : Y <=8'b10010001;  
8'b10010100 : Y <=8'b10010010;  
8'b10010101 : Y <=8'b10010011;  
8'b10010110 : Y <=8'b10010100;  
8'b10010111 : Y <=8'b10010101;  
8'b10011000 : Y <=8'b10010110;  
8'b10011001 : Y <=8'b10010111;  
8'b10011010 : Y <=8'b10011000;  
8'b10011011 : Y <=8'b10011001;  
default     : Y <=8'b00100011;  
endcase
endmodule
module wyswietlacz(katoda,sa,sb,sc,sd,se,sf,sg);
input [3:0] katoda;
output reg sa,sb,sc,sd,se,sf,sg;
always @(katoda)
case(katoda)
4'b0000: {sa,sb,sc,sd,se,sf,sg} <= 7'b0000001;
4'b0001: {sa,sb,sc,sd,se,sf,sg} <= 7'b1001111;
4'b0010: {sa,sb,sc,sd,se,sf,sg} <= 7'b0010010;
4'b0011: {sa,sb,sc,sd,se,sf,sg} <= 7'b0000110;
4'b0100: {sa,sb,sc,sd,se,sf,sg} <= 7'b1001100;
4'b0101: {sa,sb,sc,sd,se,sf,sg} <= 7'b0100100;
4'b0110: {sa,sb,sc,sd,se,sf,sg} <= 7'b0100000;
4'b0111: {sa,sb,sc,sd,se,sf,sg} <= 7'b0001111;
4'b1000: {sa,sb,sc,sd,se,sf,sg} <= 7'b0000000;
4'b1001: {sa,sb,sc,sd,se,sf,sg} <= 7'b0000100;
4'b1010: {sa,sb,sc,sd,se,sf,sg} <= 7'b0001000;
4'b1011: {sa,sb,sc,sd,se,sf,sg} <= 7'b1100000;
4'b1100: {sa,sb,sc,sd,se,sf,sg} <= 7'b0110001;
4'b1101: {sa,sb,sc,sd,se,sf,sg} <= 7'b1000010;
4'b1110: {sa,sb,sc,sd,se,sf,sg} <= 7'b0110000;
4'b1111: {sa,sb,sc,sd,se,sf,sg} <= 7'b0111000;
default: {sa,sb,sc,sd,se,sf,sg} <= 7'b1111111;
endcase
endmodule
```
`design/flow/run.sh`:
```
#!/bin/bash
# OpenROAD 26Q1-2900-gdf79404cd8, Yosys 0.63+post, stock flow scripts
make -C /OpenROAD-flow-scripts/flow DESIGN_CONFIG=/design/flow/config.mk WORK_HOME=/design/flow/orfs finish
```
`design/flow/config.mk`:
```
export PLATFORM = sky130hd
export DESIGN_NAME = Regulator
export DESIGN_NICKNAME = Regulator
export VERILOG_FILES = /design/flow/design.v
export SDC_FILE = /design/flow/constraint.sdc
export NUM_CORES = 4
export LEC_CHECK = 1
export CORE_UTILIZATION = 40
export SYNTH_MEMORY_MAX_BITS = 65536
```
`design/flow/constraint.sdc`:
```
current_design Regulator

set clk_period 6.3
set clk_io_pct 0.2

create_clock -name clk0 -period $clk_period [get_ports {clk}]

set non_clock_inputs [all_inputs -no_clocks]
set_input_delay [expr $clk_period * $clk_io_pct] -clock clk0 $non_clock_inputs
set_output_delay [expr $clk_period * $clk_io_pct] -clock clk0 [all_outputs]
```
==> impl_results.rst <==
Synthesis and place-and-route
=============================

.. list-table::
   :header-rows: 1

   * - Metric
     - Value
   * - Result of the run
     - completed
   * - Fp util
     - 41.82%
   * - Remaining design rule violation count
     - 0
   * - Number of global-route vias before repair
     - 3,033
   * - Worst-Skew Late Latency
     - 0.34 ns
   * - Final hold violations
     - 0
   * - Slowest library cell on the worst path
     - dfstp_2
   * - Maximum number of pins on one net before global-route repair
     - approximately 47
   * - Post-cts sizing count
     - 0
   * - Number of buffers added to fix hold violations after cts
     - 0
   * - Maximum buffer depth of the clock tree
     - 2
   * - HPWL Detailed
     - roughly 5700 µm
   * - TritonCTS clock tree
     - yes
   * - R2r worst-path depth
     - 6
   * - Launch point of the worst reg-to-reg path
     - blok12.Q[7]
   * - FF+latch count, synth
     - 73
   * - Die Span Y
     - 106.6 µm
   * - Pleak
     - 0.001941 µW
   * - Top achievable clock speed
     - 243.9 MHz
   * - Total wire length
     - ~8000 µm
   * - Final Setup Violations
     - 0
   * - Number of max-cap violations
     - 0
   * - Area of the die
     - 0.01136 mm²
   * - Max-area cell share
     - 24.59%
   * - Kind of critical path
     - register to primary output
   * - Worst setup skew after layout
     - 0.008789 ns
   * - Seq share, synth
     - 44.92%
   * - Flip-flop and latch area
     - between 0.0015 and 0.002 mm²
   * - Clock-pin transition on the worst setup and hold timing paths
     - 0.07 ns
   * - Max-Slew Margin vs Limit
     - a little over two fifths
   * - Global-route wire length before repair
     - 13,850 µm
   * - Fraction of final layout cells with drive strength greater than 1
     - 8.368%
   * - WHS Path Cells
     - 1
   * - Global placer's final weighted congestion
     - around 0.88
   * - Setup total negative slack
     - 0 ns
   * - # port buffers
     - 29
   * - Unrepaired setup endpoints after global routing
     - false
   * - Slowest stage delay, CP
     - 0.60 ns
   * - Fin crit period
     - 4.101 ns
   * - Worst min-delay path category
     - register to register
   * - Vias per inst
     - approximately 5.3
   * - Async SR Flop Fraction
     - 63.01%
   * - WHS Endpoint
     - blok4.Q[18]
   * - Reg2reg end
     - blok12.Q[21]
   * - Cell area after synthesis
     - 0.004375 mm²
   * - Pins over their slew limit
     - 0
   * - Worst-case setup margin in the final layout
     - 2.199 ns
   * - Commonest non-fill, non-tap cells in the layout
     - nor2_1 (59), dfrtp_1 (43), clkdlybuf4s50_1 (29), edfxtp_1 (27), xor2_1 (26)
   * - Data required, critical path
     - 5.04 ns
   * - Worst hold margin
     - 0.4803 ns
   * - CP Cell Sequence
     - nand3b_1 -> o21ai_0 -> inv_1 -> ha_1 -> nand2b_1 -> o2bb2ai_1 -> a31o_2 -> clkdlybuf4s50_1
   * - Biggest fanout along the worst timing path
     - 7
   * - Total track usage
     - 15.45%
   * - Ant. Diodes
     - 0
   * - Number of routed nets with antenna violations
     - 0
   * - Sink count of the clock tree
     - ~73
   * - Core area
     - 0.01046 mm²
   * - Dominant logic cell type in the layout
     - nor2_1
   * - Post-synth area from yosys stat
     - 0.004375 mm²
   * - Number of enable-type register cells in the synthesized netlist
     - 27
   * - IO Pins
     - 31
   * - Synthesis warning total
     - 17
   * - Fin crit share
     - approximately 65%
   * - Number of inserted filler cells in the final layout
     - approximately 1,000
   * - Primary FF master, synth
     - dfrtp_1
   * - Multi-input gate area in the final layout
     - 0.002273 mm²
   * - Pwr Total
     - 1055 µW
   * - Maximum level of the CTS H-tree
     - 3
   * - Clock buffers created by TritonCTS
     - 9
   * - Dpl ws
     - 2.570 ns
   * - Area added between synthesis and finish
     - 15.10%
   * - Number of core rows
     - 37
   * - Nature of the critical path startpoint
     - register
   * - Tally of OpenROAD warnings
     - 35
   * - Slack of the worst reg-to-reg path
     - 4.03 ns
   * - Yosys cell types
     - 59
   * - Crit path arrival time
     - 2.84 ns
   * - Cell family with the largest share of critical-path delay
     - AND-OR/OR-AND gates
   * - Top cell type by total area after synthesis
     - dfrtp_1
   * - Nature of the critical path endpoint
     - primary output
   * - Iter 0 DRT Violations
     - ~150
   * - DRT Pass-1 Iters
     - 4
   * - Cell area power density
     - 209.5 mW/mm²
   * - GRT overflow
     - 0
   * - VDD IR max
     - 0.2134 mV
   * - Clock root buffer master
     - clkbuf_8
   * - Instance tally after logic synthesis
     - 442
   * - Die width
     - 106.6 µm
   * - Number of buffers inserted by post-CTS setup repair
     - 0
   * - Number of cells in the yosys synthesis report
     - 442
   * - Worst-Margin Slew
     - 0.8518 ns
   * - Antenna violations before repair
     - 0
   * - Mean routed wirelength per cell
     - between 10 and 15 µm
   * - Worst hold path startpoint
     - blok4.Q[18]
   * - Number of vias in the routed layout
     - around 3,200
   * - Leading cell types by total area after synthesis
     - dfrtp_1 (25%), edfxtp_1 (19%), ha_1 (7.1%)
   * - Number of buffers and inverters on the critical path
     - 2
   * - Post-Syn Area per Cell
     - 9.899 µm²
==> report_power, final <==
group	internal [µW]	switching [µW]
clock	218	158
combinational	56.0	63.9
sequential	530	29.6
==> registers in the layout, indices dropped and copies added, names as in the netlist <==
name and flops:
blok5.Q1 3, blok1.Q 8, blok2.Q 8, blok13.Q 8
blok12.Q 27, blok4.Q 19
==> synthesized netlist by cell type, types with 2 or more instances <==
library cell	number
a211oi_1	3
a21oi_1	17
a31o_2	2
a31oi_1	5
and2_1	2
and3_1	6
and3b_1	2
and4_1	2
buf_2	7
clkbuf_1	6
dfrtp_1	43
dfstp_2	3
edfxtp_1	27
ha_1	25
inv_1	24
mux2_2	3
mux2i_1	3
mux4_2	4
nand2_1	25
nand2b_1	2
nand3_1	22
nand3b_1	3
nand4_1	23
nand4b_1	3
nor2_1	59
nor2b_1	12
nor3_1	7
nor3b_1	3
nor4_1	3
nor4b_1	3
o211ai_1	4
o21ai_0	16
o22a_1	2
o22ai_1	2
or2_2	3
xnor2_1	18
xor2_1	26
==> worst register-to-register path, stage by stage, from the launching register on <==
cell and delay [ns]:
edfxtp_1 0.49, nor4_1 0.47, nand4_1 0.18, nor3_2 0.42
buf_4 0.25, nand3b_1 0.11, o21ai_0 0.09
==> area by class of cell <==
| type | instances | share of cell area (%) |
|---|---|---|
| multi-input cells | 331 | 45.14 |
| flip-flops and latches | 73 | 39.03 |
| repair buffers | 34 | 6.509 |
| clock buffers | 14 | 3.453 |
| well taps | 136 | 3.379 |
| inverters | 24 | 1.789 |
| clock inverters | 2 | 0.6957 |
==> cell families after synthesis <==
group,after synthesis,synth area share [%]
AOI/OAI and AO/OA,64,9.380
xor gates and xnor gates,44,8.808
adders and majority gates,25,7.149
buffers and inverters,38,3.546
DFF,73,44.92
muxes,10,3.517
other,1,0.08571
and+or+nand+nor,187,22.59
==> routing by layer <==
layer | GRT usage (%) | up-vias | share of wire [%]
met4 | 1.859 | 0 | 1.0
met5 | 0 | - | 0
li1 | - | 1641 | -
met3 | 2.356 | 12 | 2.9
met2 | 24.98 | 43 | 47
met1 | 23.68 | 1547 | 49
==> how the worst max path moves through the flow <==
stage                 slack, ns  end        start  cells after the start
final                      2.20   SE  blok5.Q1[2]                      8
after global routing       1.95   SE   blok2.Q[6]                     10
after CTS                  2.19   SE  blok5.Q1[0]                     10
==> through the flow <==
stage | std cells | util (%) | cell area, µm²
2_1_floorplan | 442 | - | 4375
3_3_place_gp | 598 | 46.14 | 4827
3_5_place_dp | 598 | 46.14 | 4827
4_1_cts | 614 | 48.13 | 5036
5_1_grt | 614 | 48.13 | 5036
6_report | 614 | 48.13 | 5036
Power is estimated from default activity; no workload was simulated.
